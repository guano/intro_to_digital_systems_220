==> ./design.v <==
module mux_4_1(out, a, select);
	input[3:0] a;
	input[1:0] select;
	output out;
	wire s1_not, s0_not, and0, and1, and2, and3;
	not(s1_not, select[1]);
	not(s0_not, select[0]);
	and(and0, s1_not, s0_not, a[0]);
	and(and1, s1_not, select[0], a[1]);
	and(and2, select[1], s0_not, a[2]);
	and(and3, select[1], select[0], a[3]);
	or(out, and0, and1, and2, and3);
endmodule
module decoder_2_4(out, a);
	input[1:0] a;
	output[3:0] out;
	wire a1_not, a0_not;
	not(a1_not, a[1]);
	not(a0_not, a[0]);
	and(out[0], a1_not, a0_not);
	and(out[1], a1_not, a[0]);
	and(out[2], a[1], a0_not);
	and(out[3], a[1], a[0]); 
endmodule
module mux_4_1_using_decoder(out, a, select);
	input[3:0] a;
	input[1:0] select;
	output out;
	wire[3:0] decoder_output;
	wire and0,and1,and2,and3;
	decoder_2_4 the_thing(decoder_output[3:0], select);
	and(and0, a[0], decoder_output[0]);
	and(and1, a[1], decoder_output[1]);
	and(and2, a[2], decoder_output[2]);
	and(and3, a[3], decoder_output[3]);
	or(out, and0, and1, and2, and3);	
endmodule
module xor_using_gates(out, a, b, c);
	input a;
	input b;
	input c;
	output out;
	nand(n_out, a, b);
	or(o_out, a, b);
	and(a_out, n_out, o_out);
	nand(n_out2, a_out, c);
	or(o_out2, a_out, c);
	and(out, n_out2, o_out2);
endmodule
module mega_decoder(out, select);
	input[2:0] select;
	output[7:0] out;
	wire[3:0] d1_out, d2_out;
	decoder_2_4 d1(d1_out[3:0], select[1:0]);
	decoder_2_4 d2(d2_out[3:0], select[1:0]);
	not(s_2_not, select[2]);
	and(out[0], d1_out[0], s_2_not);
	and(out[1], d1_out[1], s_2_not);
	and(out[2], d1_out[2], s_2_not);
	and(out[3], d1_out[3], s_2_not);
	and(out[4], d2_out[0], select[2]);
	and(out[5], d2_out[1], select[2]);
	and(out[6], d2_out[2], select[2]);
	and(out[7], d2_out[3], select[2]);
endmodule
module full_adder(sum, cout, a, b, cin);
	input a;
	input b;
	input cin;
	output cout;
	output sum;
	wire a_b, b_cin, a_cin;
	and(a_b, a, b);
	and(b_cin, b, cin);
	and(a_cin, a, cin);
	or(cout, a_b, b_cin, a_cin);
	xor(sum, a, b, cin);
endmodule
module add_sub(sum, cout, a, b, sub);
	input a;
	input b;
	input sub;
	output cout;
	output sum;
	wire sub_not;
	not(sub_not, sub);
	xor(b_x, b, sub_not);
	full_adder full_add(sum, cout, a, b_x, 0);
endmodule
module add_sub_8(sum, cout, a, b, sub);
	input[7:0] a;
	input[7:0] b;
	input sub;
	output cout;
	output[7:0] sum;
	not(s_not, sub);
	xor(b0, b[0], s_not);
	xor(b1, b[1], s_not);
	xor(b2, b[2], s_not);
	xor(b3, b[3], s_not);
	xor(b4, b[4], s_not);
	xor(b5, b[5], s_not);
	xor(b6, b[6], s_not);
	xor(b7, b[7], s_not);
	full_adder add1(sum[0], cout0, a[0], b0, 0);
	full_adder add2(sum[1], cout1, a[1], b1, cout0);
	full_adder add3(sum[2], cout2, a[2], b2, cout1);
	full_adder add4(sum[3], cout3, a[3], b3, cout2);
	full_adder add5(sum[4], cout4, a[4], b4, cout3);
	full_adder add6(sum[5], cout5, a[5], b5, cout4);
	full_adder add7(sum[6], cout6, a[6], b6, cout5);
	full_adder add8(sum[7], cout, a[7], b7, cout6);
endmodule
==> ./run.sh <==
#!/bin/bash
# OpenROAD 26Q1-2900-gdf79404cd8, Yosys 0.63+post, stock flow scripts
make -C /OpenROAD-flow-scripts/flow DESIGN_CONFIG=/design/flow/config.mk WORK_HOME=/design/flow/orfs finish
==> ./config.mk <==
export PLATFORM = sky130hd
export DESIGN_NAME = add_sub_8
export DESIGN_NICKNAME = add_sub_8
export VERILOG_FILES = /design/flow/design.v
export SDC_FILE = /design/flow/constraint.sdc
export NUM_CORES = 4
export LEC_CHECK = 1
export CORE_AREA = 10 10 70 70
export DIE_AREA = 0 0 80 80
==> ./constraint.sdc <==
current_design add_sub_8

set clk_period 4.6
set clk_io_pct 0.2

create_clock -name clk0 -period $clk_period

set non_clock_inputs [all_inputs -no_clocks]
set_input_delay [expr $clk_period * $clk_io_pct] -clock clk0 $non_clock_inputs
set_output_delay [expr $clk_period * $clk_io_pct] -clock clk0 [all_outputs]
==> out/metrics.yaml <==
die_w_um: 80
cts_hold_repair.buffers: 0
grt.overflow.total: 0
yosysWarnings: 17
arrival_ns: 4.02
fmax_ghz: 0.202
topCombFamilyByArea: "adder cells"
irDropWorstVdd_v: 0.0000541
worst_pin_slew_ns: 0.206
warning_count: 35
drtIter0Drc: 5
yosys_area_um2: 347
chip_area_um2: 6400
rows: 21
pwr_density_cell_nw_per_um2: 133
wl_per_cell_um: 8.47
flop_area_um2: 0
worst_hold_path.num_cells: 5
layout_min_cycle_time_ns: 4.94
drc_errors: 0
yosysUniqueCellTypes: 7
place_area_um2: 623
xor_share_pct: 20.2
die_y_um: 80
yosysTopAreaCellShare_pct: 40.4
port-buffer-count: 26
violations: "negative setup slack"
place_congestion: 0.782
fp_util_pct: 10.1
fin_crit_sh_pct: 107
end_kind: "output pin"
antenna_found_initial: 0
cp-start-kind: "input port"
ios: 26
synthCells: 39
min_from: "sub"
worstPathRequired_ns: 3.68
first_pass_iters: 2
yosys-top-cells-area: "fa_1 40%, buf_4 17%, inv_1 15%, xor2_1 15%, xnor2_1 5.1%"
design_area_um2: 614
n_antenna_cell: 0
area_growth_pct: 77.3
post_cts_buffers: 0
simple_gate_share_pct: 0
cp_max_fo: 1
grt_max_degree: 8
run_status: "finished, violations left"
finalSetupViolCount: 3
syn_area_um2: 347
maxCapViolCount: 0
drive_above_1_share_pct: 33.3
grt_pass1_vias: 296
top_area_cell: "fa_1"
grt_setup_unrepaired: "yes"
common_cells: "14 x inv_1, 8 x buf_4, 7 x fa_1, 6 x xor2_1, 2 x xnor2_1"
n_clock_buffer: 0
criticalPathCategory: "input port to output pin"
mux_share_pct: 0
hold_end: "cout"
maxSlewViolCount: 0
slew_headroom_pct: 86.1
grt_use_total_pct: 2.70
hold_path.class: "input port to output pin"
p_leak_nw: 0.272
coreArea_um2: 3420
synth.cellmix.compoundShare_pct: 0
drt.antenna.violating_nets: 0
ff_count: 0
dp_slack_ns: -1.13
yosys.area_share.adder_pct: 44.0
wirelength_um: 872
synth.most_common_cell: "inv_1"
postSynthSeqShare_pct: 0
layout_setup_ws_ns: -0.345
ys_cells: 39
fill_cells: 395
grt_pass1_wl_mm: 1.41
hold_viol: 0
postSynthAreaPerCell_um2: 8.89
viasPerCell: 2.40
num_vias: 247
## cell usage in the layout, fill, tap and decap left out
master / synthesis / layout
inv_1: 14 / 10
dlygate4sd2_1: 0 / 4
ha_2: 0 / 1
fa_2: 0 / 7
buf_2: 0 / 3
xnor2_1: 2 / 1
clkdlybuf4s50_1: 0 / 17
xor2_1: 6 / 6
buf_6: 1 / 3
inv_2: 0 / 4
xnor2_2: 0 / 1
## per-stage QoR
| step | setup TNS, ns | util, % | total power [W] | std cells | hold slack (ns) |
|---|---|---|---|---|---|
| floorplan | -0.322 | - | 0.0000549 | 39 | 1.95 |
| global placement | -3.49 | 18.2 | 0.0000917 | 103 | 2.93 |
| detailed placement | -3.48 | 18.2 | 0.0000909 | 103 | 2.91 |
| CTS | -0.555 | 18.0 | 0.0000840 | 103 | 2.50 |
| global route | -0.814 | 18.0 | 0.0000959 | 103 | 2.57 |
| finish | -0.483 | 18.0 | 0.0000820 | 103 | 2.48 |
## logic make-up after synthesis
kind of cell	after synthesis
adders and majority gates	8
buffers and inverters	23
xor gates and xnor gates	8
## power by group
group / leakage, nW / switching, W / internal (W)
logic: 0.272 / 0.0000275 / 0.0000545
registers: 0 / 0 / 0
clock network: 0 / 0 / 0
## area by class of cell
class	count	area (um2)	area share [%]
Tap cell	46	57.6	9.37
Multi-Input combinational cell	16	250	40.7
Inverter	14	52.6	8.55
Timing Repair Buffer	27	254	41.3
## worst max path at each step
stage | end | cells past startpoint | slack (ns) | start
after CTS | sum[7] | 13 | -0.37 | b[0]
final | sum[7] | 13 | -0.34 | b[0]
after global routing | sum[7] | 13 | -0.45 | b[0]
## per-layer routing
layer,global-route usage [%],vias to the layer above,share of wire [%]
li1,-,131,-
met1,3.73,95,47
met2,3.61,21,31
met3,1.82,0,23
met4,0,0,0
met5,0,-,0
## critical path: stages
cell	delay, ns
buf_6	0.10
xnor2_2	0.15
ha_2	0.19
inv_2	0.03
fa_2	0.33
fa_2	0.35
fa_2	0.34
fa_2	0.35
fa_2	0.34
fa_2	0.34
inv_2	0.06
fa_2	0.41
buf_2	0.13
## repair_timing
item                                    in CTS  in global routing
endpoints found under the setup margin       5                  3
endpoints found under the hold margin        0                  0
resized                                     30                  1
pin swaps                                    1                  1
No activity file was given, so power comes from the tool's default toggle rates.
